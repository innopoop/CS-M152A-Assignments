==> design/flow/design.v <==
`timescale 1ns / 1ps
module div_pow_2
	(
		input clk_in,
		input rst,
		output wire clk_div_2,
		output wire clk_div_4,
		output wire clk_div_8,
		output wire clk_div_16
	);
	reg [3:0] counter = 4'b0000;
	always@(posedge clk_in) begin
		if(rst) begin
			counter <= 4'b0000;
		end else begin
			counter <= counter + 1'b1;
		end
	end
	assign clk_div_2 = counter[0];
	assign clk_div_4 = counter[1];
	assign clk_div_8 = counter[2];
	assign clk_div_16 = counter[3];
endmodule
module div_32(
		input clk_in,
		input rst,
		output wire clk_div_32
	);
	reg [3:0] counter = 4'b0000;
	reg output_32 = 1'b0;
	always@(posedge clk_in) begin
		if(rst) begin
			output_32 <= 1'b0;
			counter <= 4'b0000;
		end else begin 
			if(counter == 4'b1111) begin
				output_32 <= ~output_32;
				counter <= 4'b0000;
			end
			counter <= counter + 1'b1;
		end
	end
	assign clk_div_32 = output_32;
endmodule
module div_26(
		input clk_in,
		input rst,
		output wire clk_div_26
	);
	reg [3:0] counter = 4'b0000;
	reg output_26 = 0;
	always@(posedge clk_in) begin
		if(rst) begin
			output_26 <= 0;
			counter <= 4'b0000;
		end else if(counter == 4'b1100) begin
			output_26 <= ~output_26;
			counter <= 0;
		end else begin
			counter <= counter + 1'b1;
		end
	end
	assign clk_div_26 = output_26;
endmodule
module div_3(
		input clk_in,
		input rst,
		output wire clk_div_3,
		output wire clk_pos,
		output wire clk_neg
	);
	reg [2:0] positive_counter = 3'b001;
	reg [2:0] negative_counter = 3'b001;
	always@(posedge clk_in) begin
		if(rst) begin
			positive_counter <= 3'b001;
		end else begin
			positive_counter <= {positive_counter[1:0],positive_counter[2]};
		end
	end
	always@(negedge clk_in) begin
		if(rst) begin
			negative_counter <= 3'b001;
		end else begin
			negative_counter <= {negative_counter[1:0],negative_counter[2]};
		end
	end
	assign clk_pos = positive_counter[2];
	assign clk_neg = negative_counter[2];
	assign clk_div_3 = ~rst && (clk_pos || clk_neg);
endmodule
module div_5(
		input clk_in,
		input rst,
		output wire clk_div_5
	);
	reg [4:0] positive_counter = 5'b00001;
	reg [4:0] negative_counter = 5'b00001;
	always@(posedge clk_in) begin
		if(rst) begin
			positive_counter <= 5'b0011;
		end else begin
			positive_counter <= {positive_counter[3:0], positive_counter[4]};
		end
	end
	always@(negedge clk_in) begin
		if(rst) begin
			negative_counter <= 5'b0011;
		end else begin
			negative_counter <= {negative_counter[3:0], negative_counter[4]};
		end
	end
	assign clk_div_5 = ~rst && (positive_counter[4] || negative_counter[4]);
endmodule
module div_200 (
		input clk_in,
		input rst,
		output wire clk_div
	);
	reg [7:0] counter = 0;
	reg output_200 = 0;
	always@(posedge clk_in) begin
		if(rst) begin
			counter <= 0;
		end else begin
			counter <= counter + 1'b1;
			if(counter == 99) begin
				counter <= 0;
			end
		end
	end
	always@(posedge clk_in) begin
		if(rst) begin
			output_200 <= 0;
		end
		if(counter == 0) begin
			output_200 <= ~output_200;
		end
	end
	assign clk_div = ~rst && output_200;
endmodule
module strobe(
		input clk_in,
		input rst,
		output reg [7:0] toggle_counter
	);
	reg [1:0] counter = 2'b00;
	always@(posedge clk_in) begin
		if(rst) begin
			counter <= 0;
		end else begin
			counter <= counter + 1'b1;
		end
	end
	always@(posedge clk_in)begin
		if(rst) begin
			toggle_counter <= 8'b0000_0000;
		end else if(counter == 2'b11) begin
			toggle_counter <= toggle_counter - 8'd5;
		end else begin
			toggle_counter <= toggle_counter + 8'd3;
		end
	end
endmodule
module clock_gen(
		 input clk_in,
		 input rst,
		 output wire clk_div_2,
		 output wire clk_div_4,
		 output wire clk_div_8,
		 output wire clk_div_16,
		 output wire clk_div_32,
		 output wire clk_div_26,
		 output wire clk_div_3,
		 output wire clk_pos,
		 output wire clk_neg,
		 output wire clk_div_5,
		 output wire clk_div,
		 output wire [7:0] toggle_counter
    );
	div_pow_2 task1(
		.clk_in(clk_in),
		.rst(rst),
		.clk_div_2(clk_div_2),
		.clk_div_4(clk_div_4),
		.clk_div_8(clk_div_8),
		.clk_div_16(clk_div_16)
	);
	div_32 task2(
		.clk_in(clk_in),
		.rst(rst),
		.clk_div_32(clk_div_32)
	);
	div_26 task3(
		.clk_in(clk_in),
		.rst(rst),
		.clk_div_26(clk_div_26)
	);
	div_3 task456(
		.clk_in(clk_in),
		.rst(rst),
		.clk_div_3(clk_div_3),
		.clk_pos(clk_pos),
		.clk_neg(clk_neg)
	);
	div_5 task7(
		.clk_in(clk_in),
		.rst(rst),
		.clk_div_5(clk_div_5)
	);
	div_200 task8(
		.clk_in(clk_in),
		.rst(rst),
		.clk_div(clk_div)
	);
	strobe task9(
		.clk_in(clk_in),
		.rst(rst),
		.toggle_counter(toggle_counter)
	);
endmodule
==> design/flow/run.sh <==
#!/bin/bash
# OpenROAD 26Q1-2900-gdf79404cd8, Yosys 0.63+post, stock flow scripts
make -C /OpenROAD-flow-scripts/flow DESIGN_CONFIG=/design/flow/config.mk WORK_HOME=/design/flow/orfs finish
==> design/flow/config.mk <==
export PLATFORM = sky130hd
export DESIGN_NAME = clock_gen
export DESIGN_NICKNAME = clock_gen
export VERILOG_FILES = /design/flow/design.v
export SDC_FILE = /design/flow/constraint.sdc
export NUM_CORES = 4
export LEC_CHECK = 1
export CORE_UTILIZATION = 40
==> design/flow/constraint.sdc <==
current_design clock_gen

set clk_period 1.9
set clk_io_pct 0.2

create_clock -name clk0 -period $clk_period [get_ports {clk_in}]

set non_clock_inputs [all_inputs -no_clocks]
set_input_delay [expr $clk_period * $clk_io_pct] -clock clk0 $non_clock_inputs
set_output_delay [expr $clk_period * $clk_io_pct] -clock clk0 [all_outputs]
==> qor.log <==
INFO  timing         finalMaxSlewViolations=0
INFO  synth          ys.flops=49
INFO  clocking       worst_skew_pair.late_latency=370ps
INFO  job            timing.max_cap.violations=0
INFO  routing        ant_nets=0
INFO  place          routabilityCongestion=0.809
INFO  timing         timing.max_slew.rel_slack=68.1%
INFO  critical_path  start_kind=flip-flop
INFO  place          io_buffer_count=20
INFO  power_and_ir_drop power_frac_clock=33.5%
INFO  synth          main_synth_ff_type=sky130_fd_sc_hd__dfxtp_1
INFO  clocking       ctsHoldBuffers=0
INFO  clocking       numCtsBuffers=5
INFO  clocking       cts.path.max_buffers=2
INFO  floorplan      die_area=5080µm²
INFO  routing        dr.pass1.iters=20
INFO  routing        totalWireLength=3.11mm
INFO  layout         layout.cells.non_filler=285
INFO  layout         layout.cells.most_common=sky130_fd_sc_hd__dfxtp_1
INFO  critical_path  category_of_the_worst_setup_path_capture_point=primary output
INFO  synth          synth-seq-area-share=51.6%
INFO  power_and_ir_drop power_leakage=0.967nW
INFO  timing         fin_worst_skew=8.66ps
INFO  power_and_ir_drop combinationalPowerShare=11.7%
INFO  clocking       tritoncts_clock_tree=yes
INFO  clocking       h-tree-depth=2
INFO  synth          synth.cell_area=1920µm²
INFO  timing         setup-tns-final=-958ps
INFO  floorplan      chipHeight=71.3µm
INFO  floorplan      coreArea=4470µm²
INFO  grt            grt_pass1_vias=1246
INFO  routing        remaining_drc_errors=0
INFO  synth          yosys_cells=200
INFO  critical_path  timing.critical_path.required=1520ps
INFO  place          dp_worst_setup_slack=-444ps
INFO  routing        drt_iter0_markers=37
INFO  layout         fillers=371
INFO  layout         synthToLayoutAreaGrowth=21.9%
INFO  grt            grt_first_pass_wirelength=5.40mm
INFO  power_and_ir_drop max_ir_drop_vdd=0.000575V
INFO  synth          synth.lib_cells_used.distinct=36
INFO  routing        detailroute.via_count=1442
INFO  job            log.warning_count=39
INFO  critical_path  critical_path_peak_fanout=2
INFO  synth          synthesis.yosys.warnings=7
INFO  timing         final-setup-viol-count=3
INFO  power_and_ir_drop seq_power_share=54.8%
INFO  timing         timing.final.hold_violations=0
INFO  routing        avgViaCountPerCell=5.06
INFO  critical_path  path_class=reg2out
INFO  place          hpwlAfterDp=2.14mm
INFO  routing        insertedDiodeCount=0
INFO  layout         drive_gt1_share=12.4%
INFO  power_and_ir_drop p_per_area=905nW/µm²
INFO  layout         layout_top_cells_excl_fill_tap=sky130_fd_sc_hd__dfxtp_1 (46), sky130_fd_sc_hd__nor2_1 (28), sky130_fd_sc_hd__inv_1 (17), sky130_fd_sc_hd__nor2b_1 (16), sky130_fd_sc_hd__clkdlybuf4s50_1 (16)
INFO  synth          enable_flop_cells=1
INFO  grt            grt_residual_overflow=0
INFO  power_and_ir_drop power.net_switching=568µW
INFO  timing         rsz0062_at_grt=true
INFO  grt            grt_start_max_net_pins=33
INFO  timing         finalWorstSetupSlack=-336ps
INFO  place          place_inst=269
INFO  floorplan      fp-utilization=42.9%
INFO  power_and_ir_drop internal-power=1.55mW
INFO  clocking       clock-root-buffer=sky130_fd_sc_hd__clkbuf_8
INFO  critical_path  worst-endpoint-arrival=1860ps
INFO  synth          postSynth.asyncResetShare=0%
INFO  floorplan      num_rows=24
INFO  grt            grt_antenna_before_repair=0
INFO  grt            grt_util_all_layers=13.4%
INFO  synth          postSynthCellCount=200
INFO  outcome        run_status=finished, violations left
INFO  outcome        violations=negative setup slack
INFO  timing         timing_worst_slew_pin_value=474ps
INFO  clocking       clk_pin_slew=40ps
INFO  routing        wl_per_cell=10.9µm
INFO  power_and_ir_drop switching_share=26.8%
INFO  worst_hold_path worst_hold_path_type=reg2reg
INFO  floorplan      die_x=71.3µm
INFO  floorplan      ios=21
INFO  synth          postSynthAreaPerCell=9.60µm²
INFO  clocking       clock_sink_count=49
INFO  synth          synth-area-yosys=1920µm²
==> registers in the layout, indices dropped and copies added, names as in the netlist <==
| register | flops |
|---|---|
| task7.positive_counter | 5 |
| task9.counter | 2 |
| task7.negative_counter | 5 |
| task456.negative_counter | 3 |
| task3.output_26 | 1 |
| task9.toggle_counter | 8 |
| task1.counter | 4 |
| task2.output_32 | 1 |
| task2.counter | 4 |
| task8.output_200 | 1 |
| task456.positive_counter | 3 |
| task3.counter | 4 |
| task8.counter | 8 |
==> cell families (layout without fill, tap and decap cells) <==
logic type,count (synthesis),count (layout),synth area share [%]
AND/OR/NAND/NOR,84,84,23.1
XOR/XNOR,13,13,5.93
buffers and inverters,18,51,3.65
multiplexers,1,1,0.521
flip-flops,49,49,51.6
AND-OR/OR-AND,25,25,8.66
adder cells (fa/ha/maj),10,10,6.51
==> final cells by class <==
| class | instances | area (µm²) | share of cell area [%] |
|---|---|---|---|
| Tap cell | 52 | 65.1 | 2.78 |
| Clock inverter | 11 | 58.8 | 2.51 |
| Sequential cell | 49 | 993 | 42.4 |
| Timing Repair Buffer | 26 | 239 | 10.2 |
| Inverter | 9 | 33.8 | 1.44 |
| Clock buffer | 5 | 68.8 | 2.94 |
| Multi-Input combinational cell | 133 | 882 | 37.7 |
==> worst max-delay path, cell delays in order (launching register included) <==
cell and delay [ps]:
sky130_fd_sc_hd__dfxtp_2 320, sky130_fd_sc_hd__nor2_1 80, sky130_fd_sc_hd__nor2_1 40, sky130_fd_sc_hd__buf_2 100
==> cells in the mapped netlist, types with 2 or more instances <==
library cell	n	area share, %
sky130_fd_sc_hd__inv_1	10	2.0
sky130_fd_sc_hd__xnor2_1	5	2.3
sky130_fd_sc_hd__nor2b_1	16	5.2
sky130_fd_sc_hd__nor3b_1	3	1.2
sky130_fd_sc_hd__a211oi_1	2	0.78
sky130_fd_sc_hd__dfxtp_1	48	50
sky130_fd_sc_hd__nor4_1	4	1.3
sky130_fd_sc_hd__nand3_1	9	2.3
sky130_fd_sc_hd__nor2_1	28	5.5
sky130_fd_sc_hd__nand3b_1	2	0.78
sky130_fd_sc_hd__or3_1	2	0.65
sky130_fd_sc_hd__nand2_1	4	0.78
sky130_fd_sc_hd__clkbuf_1	6	1.2
sky130_fd_sc_hd__ha_1	10	6.5
sky130_fd_sc_hd__a21oi_1	8	2.1
sky130_fd_sc_hd__o31ai_1	2	0.78
sky130_fd_sc_hd__nand2b_1	2	0.65
sky130_fd_sc_hd__o21ai_0	6	1.6
sky130_fd_sc_hd__or2_2	6	2.0
sky130_fd_sc_hd__nor3_1	3	0.78
sky130_fd_sc_hd__xor2_1	8	3.6
sky130_fd_sc_hd__or4_1	2	0.78
==> power by group through the flow <==
stage	clock (mW)	sequential, mW	combinational (mW)
CTS	0.736	1.16	0.244
global route	0.793	1.17	0.281
finish	0.709	1.16	0.248
==> stage by stage <==
stage	utilization (%)	hold slack [ps]	instance area, µm²	power (mW)
after floorplan	-	389	1960	1.35
after global placement	49.0	402	2190	1.44
after detailed placement	49.0	402	2190	1.45
after CTS	51.9	414	2320	2.14
after global routing	52.3	417	2340	2.25
final	52.3	409	2340	2.12
==> repair_timing <==
item	in CTS	in global routing
setup endpoints to repair	8	5
pin swaps	4	2
setup buffers	1	0
resized	14	3
==> path summary, 6_finish.rpt <==
kind                               start                        end  slack, ps  cells past startpoint
min reg2reg    task7.negative_counter[0]  task7.negative_counter[1]        410                      1
max reg2reg             task9.counter[0]    task9.toggle_counter[5]        120                      6
min            task7.negative_counter[0]  task7.negative_counter[1]        410                      1
max          task456.negative_counter[2]                  clk_div_3       -340                      3
==> per-layer routing <==
layer  global-route usage, %  up-vias  routed length, µm
li1                        -      736                  -
met1                    20.9      671               1580
met2                    20.5       31               1390
met3                    3.42        4                124
met4                    1.33        0                 21
met5                       0        -                  0
Power and IR drop assume default switching activity.
