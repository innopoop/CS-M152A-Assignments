### design.v
`timescale 1ns / 1ps
module SignedMagnitude(tc_i, sm_o);
	input [12:0] tc_i;
	output reg [13:0] sm_o;
	always@(*) begin
		if(tc_i[12] == 1'b1) begin
			sm_o = {1'b1, ~tc_i + 1'b1};
		end else begin
			sm_o = {1'b0, tc_i[12:0]};
		end
	end
endmodule
module PriorityEncoder(sm, sign, round, E, F);
		input wire [13:0]sm;
		output reg sign;
		output reg round;
		output reg [2:0] E;
		output reg [4:0] F;
	reg [12:0] mag;
	always @ (*) begin
		sign = sm[13];
		mag = sm[12:0];
		if(mag[12:5] == 8'b0) begin
			E = 0;
			F = mag[4:0];
			round = 0;
		end else if(mag[12:6] == 7'b0) begin
			E = 1;
			F = mag[5:1];
			round = mag[0];
		end else if(mag[12:7] == 6'b0) begin
			E = 2;
			F = mag[6:2];
			round = mag[1];
		end else if(mag[12:8] == 5'b0) begin
			E = 3;
			F = mag[7:3];
			round = mag[2];
		end else if(mag[12:9] == 4'b0) begin
			E = 4;
			F = mag[8:4];
			round = mag[3];
		end else if(mag[12:10] == 3'b0) begin
			E = 5;
			F = mag[10:5];
			round = mag[4];
		end else if(mag[12:11] == 2'b0) begin
			E = 6;
			F = mag[10:6];
			round = mag[5];
		end else if(mag[12] == 1'b0) begin
			E = 7;
			F = mag[11:7];
			round = mag[6];
		end else begin
			E = 7;
			F = 5'b1_1111;
			round = 0;
		end
	end
endmodule
module Round(
	EIn, FIn, R, EOut, FOut
	);
	input [2:0] EIn;
	input [4:0] FIn;
	input R;
	output reg [2:0] EOut;
	output reg [4:0] FOut;
	always@(*) begin
		if(R == 1) begin
			if(FIn == 5'b1_1111) begin
				if(EIn != 3'b111) begin
					FOut = 5'b10000;
					EOut = EIn + 1;
				end else begin
					FOut = FIn;
					EOut = EIn;
				end
			end else begin
				FOut = FIn + 1;
				EOut = EIn;
			end
		end else begin
			EOut = EIn;
			FOut = FIn;
		end
	end
endmodule
module FPCVT(D, S, E, F);
	input [12:0] D;
	output wire S;
	output wire [2:0] E;
	output wire [4:0] F;
	wire [13: 0] sm;
	wire R;
	SignedMagnitude SM
		(
			.tc_i(D),
			.sm_o(sm)
		);
	wire [4:0] FIn;
	wire [2:0] EIn;
	PriorityEncoder PE
	(
		.sm(sm),
		.sign(S),
		.round(R),
		.E(EIn),
		.F(FIn)
	);
	Round rounder
	(
		.EIn(EIn),
		.FIn(FIn),
		.R(R),
		.EOut(E),
		.FOut(F)
	);
endmodule
### config.mk
export PLATFORM = sky130hd
export DESIGN_NAME = FPCVT
export DESIGN_NICKNAME = FPCVT
export VERILOG_FILES = /design/flow/design.v
export SDC_FILE = /design/flow/constraint.sdc
export NUM_CORES = 4
export LEC_CHECK = 1
export CORE_AREA = 10 10 80 80
export DIE_AREA = 0 0 90 90
### constraint.sdc
current_design FPCVT

set clk_period 9.1
set clk_io_pct 0.2

create_clock -name clk0 -period $clk_period

set non_clock_inputs [all_inputs -no_clocks]
set_input_delay [expr $clk_period * $clk_io_pct] -clock clk0 $non_clock_inputs
set_output_delay [expr $clk_period * $clk_io_pct] -clock clk0 [all_outputs]
### run.sh
#!/bin/bash
# OpenROAD 26Q1-2900-gdf79404cd8, Yosys 0.63+post, stock flow scripts
make -C /OpenROAD-flow-scripts/flow DESIGN_CONFIG=/design/flow/config.mk WORK_HOME=/design/flow/orfs finish
==> out/results.ini <==
[outcome]
status = complete, no violations

[run]
cap_violations = 0
tool_warnings = 32

[sta]
slew_viol_final = 0
whs_ps = 4960
maxSlewHeadroom_pct = 51.5
tightest_slew_ps = 723
final.setup.tns_ps = 0
fin_crit_sh_pct = 90.5
fmax_ghz = 0.121
fin_crit_ps = 8240
rsz0062_at_grt = no
setup_violations = 0
hold_violations = 0

[setup_path]
cp.arrival_ps = 6420
crit_type = primary input to output pin
critPathTopFamily = buffers and inverters
critical_path_buf_inv_count = 4
slowest_delay_ps = 530
critPathMostFrequentCell = ha_1
critPathMaxFanout = 8
cp-end-kind = output pin
crit_chain = clkdlybuf4s50_1 -> inv_1 -> ha_1 -> or4b_4 -> o311ai_1 -> nand2_1 -> mux2i_1 -> a22oi_1 -> a21o_1 -> ha_1 -> inv_1 -> nor3_2 -> ha_1 -> nand2_1 -> a221oi_1 -> clkdlybuf4s50_1
crit_slowest_cell = or4b_4
worst_setup_path_start_kind = primary input
cp.required_ps = 7280

[layout]
design.seq.count = 0
lay_top_count = clkdlybuf4s50_1
lay_top_cells = clkdlybuf4s50_1 (22), nor2_1 (18), nand2_1 (15), inv_1 (9), a21oi_1 (7)
logic_area_sq_um = 1220
seqCellArea_sq_um = 0
final_core_util_pct = 33.1
drive_gt1_share_pct = 14.7
n_fill_cell = 510
clock_buffer_count = 0
areaGrowthSynthToFinish_pct = 15.1

[yosys]
synth_cell_types = 77
synth.cell_area_sq_um = 1360
synthAoiAreaFrac_pct = 39.4
ys_sh_simple_pct = 37.5
mux_share_pct = 2.95
synth_top_area_share_pct = 4.98
synthCells = 179
ys_seq_share_pct = 0
syn_area_per_cell_sq_um = 7.58
synth_warnings = 3
area_leaders = nor2_1 (5.0%), nand2_1 (4.1%), xnor2_1 (3.9%)
synth_chip_area_sq_um = 1360
ys_cells = 179
topCombFamilyByArea = AND-OR/OR-AND gates
adder_share_pct = 2.76
xor_area_share_pct = 7.00
yosysTopAreaCell = nor2_1

[cts]
postCtsHoldBufs = 0
post_cts_buffers = 0
post_cts_resized = 0

[grt]
overflow = 0
grt_use_total_pct = 9.20
grt_pass1_vias = 1368
grt_pass1_wl_um = 6740
grt_max_degree = 20
antenna_found_initial = 0

[power_and_ir_drop]
power_leakage_nw = 0.512
finalPower_uw = 110
peakVddDrop_mv = 0.0205
cellPowerDensity_nw_per_um2 = 70.7

[die]
die_x_um = 90
die_area_sq_um = 8100
die_h_um = 90
initial_utilization_pct = 28.7
core_sq_um = 4720
pin_count = 22
rows = 25

[min_path]
holdPathStages = 2
min_path_type = primary input to output pin
hold_end = S
min_from = D[12]

[placed_design]
routabilityCongestion = 0.977
dp_hpwl_um = 3060
numPortBuffers = 22

[drt]
routed_wl_um = 3810
drt_iter0_markers = 173
wl_per_cell_um = 14.8
ant_nets = 0
drc = 0
num_vias = 1440
antennaDiodeCount = 0
via_per_inst = 5.60
drtPass1Iterations = 4

Yosys cell counts, types with 3 or more instances:
cell type / instances
a21oi_1: 7
buf_4: 4
buf_6: 4
clkbuf_1: 3
ha_1: 3
inv_1: 9
mux2i_1: 4
nand2_1: 15
nand3_1: 6
nor2_1: 18
nor3_1: 5
o211ai_1: 5
o21ai_0: 6
o22ai_1: 3
xnor2_1: 6
xor2_1: 3
cell families (layout without fill, tap and decap cells):
family	Yosys count	after routing
AOI/OAI and AO/OA	62	62
and+or+nand+nor	79	79
xor gates and xnor gates	10	10
muxes	4	4
adders and majority gates	3	3
buffers and inverters	21	32
final cells by class:
class,instances,share of cell area [%]
multi-input cells,158,77.9
inverters,9,2.16
well taps,67,5.36
repair buffers,23,14.6
metrics by stage:
step / setup slack, ps / cells / cell area (sq um)
3_3_place_gp: 988 / 257 / 1560
5_1_grt: 432 / 257 / 1560
2_1_floorplan: 2470 / 179 / 1360
6_report: 860 / 257 / 1560
4_1_cts: 885 / 257 / 1560
3_5_place_dp: 880 / 257 / 1560
power breakdown:
part           switching (mW)  total, mW  leakage, nW  internal (mW)
registers                   0          0            0              0
clock network               0          0            0              0
logic                  0.0601      0.110        0.512         0.0503
total                  0.0601      0.110        0.512         0.0503
per-layer routing:
metal | wire (um) | track usage (%) | part of all wire (%) | vias to the layer above
li1 | - | - | - | 732
met4 | 38 | 1.06 | 1.0 | 0
met3 | 192 | 0.838 | 5.0 | 4
met1 | 1770 | 13.7 | 46 | 650
met2 | 1810 | 14.3 | 48 | 54
met5 | 0 | 0 | 0 | -
worst max-delay path by stage:
| stage | startpoint | cells after the start | slack [ps] | to |
|---|---|---|---|---|
| final | D[0] | 16 | 860 | E[1] |
| after global routing | D[0] | 16 | 430 | E[1] |
| after CTS | D[0] | 16 | 890 | E[1] |
Power figures rest on the tool's default switching activity, not on a simulated workload.
